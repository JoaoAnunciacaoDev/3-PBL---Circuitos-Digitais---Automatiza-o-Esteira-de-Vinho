`constraint.sdc`:
```
current_design contador_rolhas

set clk_period 4.5
set clk_io_pct 0.2

create_clock -name clk0 -period $clk_period [get_ports {clk}]

set non_clock_inputs [all_inputs -no_clocks]
set_input_delay [expr $clk_period * $clk_io_pct] -clock clk0 $non_clock_inputs
set_output_delay [expr $clk_period * $clk_io_pct] -clock clk0 [all_outputs]
```
`run.sh`:
```
#!/bin/bash
# OpenROAD 26Q1-2900-gdf79404cd8, Yosys 0.63+post, stock flow scripts
make -C /OpenROAD-flow-scripts/flow DESIGN_CONFIG=/design/flow/config.mk WORK_HOME=/design/flow/orfs finish
```
`design.v`:
```
module contador_rolhas (
    input clk, reset, dec, add_manual, key_vedar,
    output reg [4:0] contagem,
	 output reg [3:0] estoque,
	 output disp_acionado,
    output rolha_disponivel
);
    parameter MAX_ROLHAS      = 5'd31;
    parameter VALOR_INICIAL   = 5'd6;
    parameter CONTAGEM_MINIMA = 5'd5;
    parameter RECARGA_AUTO    = 5'd15;
	 parameter ESTOQUE_INICIAL = 6'd15;
    assign rolha_disponivel = (contagem > 0);
	 assign disp_acionado = (contagem <= CONTAGEM_MINIMA && estoque > 0);
    always @(posedge clk or posedge reset) begin
        if (reset) begin
            contagem <= VALOR_INICIAL;
				estoque <= ESTOQUE_INICIAL;
        end else begin
				if (contagem <= CONTAGEM_MINIMA && estoque > 0) begin
                if (estoque >= RECARGA_AUTO) begin
                    if (contagem + RECARGA_AUTO > MAX_ROLHAS) begin
                        estoque <= estoque - (MAX_ROLHAS - contagem);
                        contagem <= MAX_ROLHAS;
                    end else begin
                        estoque <= estoque - RECARGA_AUTO;
                        contagem <= contagem + RECARGA_AUTO;
                    end
            end else begin 
                    if (contagem + estoque > MAX_ROLHAS) begin
                        estoque <= estoque - (MAX_ROLHAS - contagem);
                        contagem <= MAX_ROLHAS;
                    end else begin
                        contagem <= contagem + estoque;
                        estoque <= 0;
                    end
                end
            end else if (dec && rolha_disponivel) begin
                contagem <= contagem - 1;
            end else if (add_manual && contagem < MAX_ROLHAS && estoque > 0) begin
                contagem <= contagem + 1;
                estoque <= estoque - 1;
            end
        end
    end
endmodule
```
`config.mk`:
```
export PLATFORM = sky130hd
export DESIGN_NAME = contador_rolhas
export DESIGN_NICKNAME = contador_rolhas
export VERILOG_FILES = /design/flow/design.v
export SDC_FILE = /design/flow/constraint.sdc
export NUM_CORES = 4
export LEC_CHECK = 1
export CORE_AREA = 10 10 91 91
export DIE_AREA = 0 0 101 101
```
==> results.rst <==
Implementation results
======================

.. list-table::
   :header-rows: 1

   * - Metric
     - Value
   * - Width of the die
     - 101 µm
   * - Die Y-Extent
     - 101 µm
   * - Capturing element type of the critical path
     - output pin
   * - Critical Path Source Type
     - flip-flop
   * - Ratio of cells with drive above 1 in the final layout
     - 0.124
   * - Data arrival time at the worst-slack endpoint
     - 2.49 ns
   * - Number of setup violations in the final report
     - 0
   * - Routed wire length
     - 2870 µm
   * - Area fraction in compound gates after synthesis
     - 0.267
   * - Final hold violations
     - 0
   * - Max-slew violation total from the final report
     - 0
   * - Number of global-route vias before repair
     - 941
   * - Number of distinct library cells after synthesis
     - 43
   * - Unrepaired setup endpoints after global routing
     - no
   * - Most common flop cell mapped by yosys
     - dfstp_2
   * - Wire length of the first global-routing pass
     - 4910 µm
   * - Chip area in the Yosys report
     - 1050 µm²
   * - Boundary pin count
     - 16
   * - Post-synthesis share of cell area spent on xor and xnor gates
     - 0.0498
   * - Post-CTS Repair Setup Buffers
     - 0
   * - TritonCTS clock tree
     - built
   * - Worst reg2reg setup slack
     - 1.56 ns
   * - Mapped cell area
     - 1050 µm²
   * - Worst-case reg-to-reg path depth
     - 11
   * - Antenna Diode Count
     - 0
   * - Vias after detailed routing
     - 963
   * - Minimum clock period after layout
     - 3.39 ns
   * - Synth logic family
     - AND-OR/OR-AND gates
   * - Clock edge transition at the registers on the reported setup and hold paths
     - 0.05 ns
   * - Sink of the worst hold path
     - contagem[1]
   * - Reported leakage power
     - 0.513 nW
   * - Sequence of cells on the critical path
     - inv_1 -> ha_1 -> nand2b_1 -> o211ai_2 -> inv_2 -> clkdlybuf4s50_1
   * - Critical path class
     - reg -> out
   * - Growth of design area from synthesis to finish
     - 24.9%
   * - Mean number of vias per cell
     - 4.50
   * - Power per unit of standard cell area
     - 469 nW/µm²
   * - Yosys simple share
     - 0.208
   * - Area share of fa/ha/maj cells after synthesis
     - 0.192
   * - Max Clock Freq
     - 0.295 GHz
   * - Mux share
     - 0.00949
   * - Post-synthesis cell count from yosys
     - 122
   * - Number of antenna violations at the first check in global routing
     - 0
   * - Count of H-tree levels built during CTS
     - 1
   * - Global routing usage summed across all routing layers
     - 0.0570
   * - Latency at later pin
     - 0.24 ns
   * - Largest net degree at the start of global routing
     - 11
   * - VDD IR max
     - 231 µV
   * - Synthesized instance count
     - 122
   * - Async set or reset register ratio after synthesis
     - 1.00
   * - Tool Warnings
     - 31
   * - Floorplan core density
     - 0.166
   * - Syn Area/Cell
     - 8.65 µm²
   * - Category of cells accounting for the largest share of critical-path delay
     - buffers and inverters
   * - Count of port buffers added during placement
     - 14
   * - Worst R2R End
     - contagem[4]
   * - Share of the yosys chip area belonging to registers
     - 0.221
   * - Site row count
     - 29
   * - Data required, critical path
     - 3.60 ns
   * - Post-detailed-route DRC marker count
     - 0
   * - Class of the most critical hold timing path
     - reg -> reg
   * - Area of the core region
     - 6350 µm²
   * - Tightest slew margin relative to the limit
     - 0.470
   * - Register Area
     - 233 µm²
   * - Gpl congestion
     - 0.854
   * - Root buf cell
     - clkbuf_8
   * - Count of filler cells inserted in the layout
     - 680
   * - Tally of nets with antenna violations remaining after routing
     - 0
   * - Total of flip-flops plus latches after synthesis
     - 9
   * - Launch point of the worst hold path
     - contagem[1]
   * - Number of enable-type register cells in the synthesized netlist
     - 0
   * - Average wire length per cell after detail routing
     - 13.4 µm
   * - Status
     - finished clean
   * - Final total power
     - 0.618 mW
   * - Max-cap check violation count
     - 0
   * - HPWL reported at the end of detailed placement
     - 2210 µm
   * - First-pass iteration count of the detailed router
     - 4
   * - Global route overflow
     - 0
   * - Number of cells upsized or downsized after cts
     - 0
   * - Slowest cell on the critical path
     - dfstp_2
   * - Crit path largest cell delay
     - 0.63 ns
   * - Worst slew pin tran
     - 0.792 ns
   * - Hold buffers post-CTS
     - 0
   * - Tally of yosys warning messages
     - 1
   * - Largest fanout on the critical path
     - 9
   * - Max Root-Sink Buffers
     - 2
   * - Inserted Clock Buffers
     - 3
   * - Beginning of the worst register-to-register path
     - contagem[0]
   * - Final clock skew
     - 0.00436 ns
   * - Number of sinks on the clock net
     - 9
   * - Setup TNS
     - 0 ns
   * - Area enclosed by the die boundary
     - 10,200 µm²
   * - Starting DRT DRC Count
     - 76
   * - Count of buffering cells on the critical path with inverters included
     - 3
   * - WHS Path Cells
     - 2
   * - Crit share post-route
     - 0.753
   * - Logic area
     - 766 µm²
[how the worst max path moves through the flow]
stage,start,to,cells past startpoint
global route,contagem[1],disp_acionado,6
finish,contagem[1],disp_acionado,6
CTS,contagem[1],disp_acionado,6
[sequential cells by signal (all words and copies together) (netlist names)]
register and cells:
contagem 5, estoque 4
[kinds of logic after synthesis]
| logic type | Yosys count |
|---|---|
| adders and majority gates | 15 |
| xor gates and xnor gates | 6 |
| muxes | 1 |
| DFF | 9 |
| AOI/OAI and AO/OA | 38 |
| buffers and inverters | 13 |
| and+or+nand+nor | 40 |
[through the flow]
step           instances  cell area (µm²)  worst slack (ns)  utilization  hold WS (ns)
6_report             214             1320              1.11        0.207         0.580
4_1_cts              214             1320              1.07        0.207         0.579
3_5_place_dp         210             1270              1.33        0.200         0.573
3_3_place_gp         210             1270              1.34        0.200         0.573
5_1_grt              214             1320             0.918        0.207         0.619
2_1_floorplan        122             1050              1.88            -         0.519
[metal layers]
metal	up-vias	global-route usage	wire, µm
met5	-	0	0
met4	0	0.0107	60
met3	7	0.0146	241
met2	19	0.0826	1200
met1	453	0.0836	1370
li1	484	-	-
[worst register-to-register path: cells and delay by family, from the launching register on]
family                     cells  cell delay, ns
and+or+nand+nor                2            0.60
xor gates and xnor gates       1            0.13
DFF                            1            0.53
adders and majority gates      2            0.63
buffers and inverters          2            0.30
AOI/OAI and AO/OA              4            0.65
[report_power, final]
| group | switching [mW] | leakage, nW | internal [mW] |
|---|---|---|---|
| Sequential | 0.0704 | 0.0969 | 0.111 |
| Clock | 0.0345 | 0.0228 | 0.0619 |
| Combinational | 0.166 | 0.393 | 0.174 |
[placed cells by master, fill, tap and decap left out, types with 3 or more instances in the layout]
cell	n
nor3_1	4
o21ai_0	4
clkbuf_8	3
nand2b_1	3
dfstp_2	6
a21oi_1	5
inv_1	8
o21ai_1	6
nand2_1	9
ha_1	13
nand3_1	4
clkdlybuf4s50_1	14
nor2_1	7
dfrtp_1	3
nor2b_1	5
a31oi_1	5
xnor2_1	4
[cell type report]
type	count	share of cell area
flip-flops and latches	9	0.177
well taps	77	0.0731
repair buffers	14	0.106
clock buffers	4	0.0342
inverters	10	0.0285
multi-input cells	100	0.581
[synthesized netlist by cell type (3+ instances only)]
cell type  count  area share
nor2b_1        5       0.030
o21ai_0        4       0.019
nand2_1        9       0.032
nand3_1        4       0.019
a21oi_1        5       0.024
o21ai_1        6       0.028
inv_1          8       0.028
dfrtp_1        3       0.071
nor2_1         7       0.025
xnor2_1        4       0.033
dfstp_2        6        0.15
ha_1          13        0.15
nor3_1         4       0.019
a31oi_1        5       0.030
nand2b_1       3       0.018
Power is estimated from default activity; no workload was simulated.
