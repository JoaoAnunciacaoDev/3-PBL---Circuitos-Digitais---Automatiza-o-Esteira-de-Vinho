===== design/flow/config.mk =====
export PLATFORM = sky130hd
export DESIGN_NAME = square_check
export DESIGN_NICKNAME = square_check
export VERILOG_FILES = /design/flow/design.v
export SDC_FILE = /design/flow/constraint.sdc
export NUM_CORES = 4
export LEC_CHECK = 1
export CORE_UTILIZATION = 40

===== design/flow/constraint.sdc =====
current_design square_check

set clk_period 4.4
set clk_io_pct 0.2

create_clock -name clk0 -period $clk_period

set non_clock_inputs [all_inputs -no_clocks]
set_input_delay [expr $clk_period * $clk_io_pct] -clock clk0 $non_clock_inputs
set_output_delay [expr $clk_period * $clk_io_pct] -clock clk0 [all_outputs]

===== design/flow/design.v =====
module square_check (
	input [31:0] xi, yi, xf, yf, x_atual, y_atual,
	output esta_dentro
);
	assign esta_dentro = (x_atual >= xi && x_atual <= xf && 
								y_atual >= yi && y_atual <= yf);
endmodule

===== design/flow/run.sh =====
#!/bin/bash
# OpenROAD 26Q1-2900-gdf79404cd8, Yosys 0.63+post, stock flow scripts
make -C /OpenROAD-flow-scripts/flow DESIGN_CONFIG=/design/flow/config.mk WORK_HOME=/design/flow/orfs finish

==> flow_summary_export.csv <==
group,metric,value,unit
finish,clkbuf_count,0,
routing,first_pass_iters,4,
worst_setup_path,arrival,3.42,ns
worst_setup_path,start_kind,"input port",
floorplanning,io-pin-count,193,
worst_hold_path,hp-class,"in2out",
power,p_seq_share,0,%
floorplanning,dieWidth,91.2,um
worst_setup_path,critPathMaxStageDelay,0.53,ns
power,max-vdd-ir-drop,0.0574,mV
flow_run,maxCapViolCount,0,
logic_synthesis,netlist_area,3180,um2
routing,drcViolationCount,0,
logic_synthesis,synth_cells,453,
power,switching_share,38.4,%
grt,grt_max_degree,4,
timing,fmax,233,MHz
worst_setup_path,crit_family,"simple AND/OR/NAND/NOR gates",
finish,lay_top_cells,"168 x clkdlybuf4s50_1, 121 x inv_1, 118 x ha_1, 66 x buf_4, 43 x a21oi_1",
logic_synthesis,avgSynthCellArea,7.02,um2
placed_design,place_area,5680,um2
grt,grt_overflow,0,
logic_synthesis,synth_cell_types,32,
grt,antenna_found_initial,0,
floorplanning,fp.dieArea,8320,um2
worst_setup_path,crit_slowest_cell,"or4_4",
power,combPwrFrac,100.0,%
worst_setup_path,worstSetupEndpointType,"output pin",
timing,max_slew_margin,69.1,%
power,p_sw,192,uW
timing,period_used_share,97.7,%
worst_setup_path,worstSetupPathType,"in2out",
floorplanning,initCoreUtil,41.2,%
finish,drive_gt1_share,12.9,%
finish,stdcell_area,5920,um2
worst_setup_path,crit_chain,"dlygate4sd2_1 -> inv_1 -> ha_1 -> nand4_1 -> or4_4 -> o31a_1 -> or4_4 -> a2111oi_4 -> buf_2",
routing,via_per_inst,4.85,
worst_setup_path,worstPathRequired,3.52,ns
logic_synthesis,ys_chip_area,3180,um2
power,clockPowerShare,0,%
flow_run,warnings,33,
placed_design,port_buffers,193,
power,intPower,308,uW
placed_design,dp_hpwl,8710,um
floorplanning,core_area,7730,um2
timing,setup_viol,0,
routing,postRouteAntennaNets,0,
finish,ff_count,0,
routing,vias,3948,
finish,register_area,0,um2
floorplanning,num_rows,32,
power,power,500,uW
grt,grt.total_usage,22.0,%
routing,n_antenna_cell,0,
timing,worst_pin_slew,0.460,ns
timing,finalHoldViolations,0,
outcome,outcome,"completed",
finish,layout_top_cell,"clkdlybuf4s50_1",
logic_synthesis,ys_seq_share,0,%
logic_synthesis,ys.warnings.count,0,
routing,wl_per_cell,12.2,um
routing,wl,9960,um
grt,grt_pass1_wl,15100,um
finish,final_core_util,76.6,%
power,leakagePower,3.21,nW
routing,drt_iter0_markers,28,
worst_setup_path,worst_path_most_repeated_cell,"or4_4",
clock_network,cts_hold_buf,0,
finish,syn2layout_area_growth,86.0,%
grt,grt_pass1_vias,3766,
timing,layout_min_cycle_time,4.30,ns
placed_design,place_congestion,0.917,
worst_setup_path,cp_max_fo,3,
timing,slew_violations,0,
logic_synthesis,yosys-stat-cells,453,
worst_setup_path,crit_buf_inv,3,
floorplanning,fp.dieH,91.2,um
power,p_per_area,84.5,nW/um2
==> synth_stat cells (all sizes together) (3+ instances only) <==
| cell | instances | area [um2] |
|---|---|---|
| a2111oi | 3 | 32.5 |
| a211oi | 12 | 90.1 |
| a21o | 4 | 30.0 |
| a21oi | 44 | 220 |
| a31oi | 3 | 18.8 |
| and4 | 4 | 35.0 |
| ha | 128 | 1600 |
| inv | 129 | 484 |
| nand2 | 26 | 97.6 |
| nand3 | 11 | 55.1 |
| nand4 | 17 | 106 |
| nor2 | 21 | 78.8 |
| o211ai | 6 | 45.0 |
| o21ai | 22 | 110 |
==> repair_timing <==
item | in CTS | in global routing
setup endpoints to repair | 1 | 1
resized | 15 | 36
buffers inserted | 7 | 1
pin swaps | 10 | 18
==> metal layers <==
| layer | track usage (%) | vias to the layer above | part of all wire [%] |
|---|---|---|---|
| met5 | 0 | - | 0 |
| met3 | 5.70 | 10 | 8.9 |
| met4 | 1.59 | 0 | 0.98 |
| li1 | - | 2113 | - |
| met2 | 41.5 | 128 | 48 |
| met1 | 25.8 | 1697 | 42 |
==> per-stage QoR <==
stage,setup WS (ns),std cells,TNS (ns),hold WS (ns)
final,0.101,814,0,2.70
after global routing,-0.0431,814,-0.0431,2.76
after CTS,0.00182,813,0,2.80
after detailed placement,-0.555,806,-0.555,3.12
after global placement,-0.542,806,-0.542,3.11
after floorplan,0.667,453,0,2.15
==> cells by family after synthesis <==
| family | share of synthesized area [%] |
|---|---|
| compound gates | 20.8 |
| buf+inv | 15.2 |
| fa+ha+maj | 50.3 |
| simple gates | 13.7 |
==> path summary, 6_finish.rpt <==
kind	from	endpoint	slack, ns	cells past startpoint
worst max-delay path	xf[10]	esta_dentro	0.10	9
worst min-delay path	x_atual[15]	esta_dentro	2.70	7
==> final cells by class <==
type	instances	area (um2)
multi-input cells	324	2850
well taps	102	128
inverters	129	484
repair buffers	259	2460
fillers	530	1810
==> tightest hold or removal path, cell delays in order <==
cell,delay [ns]
dlymetal6s2s_1,0.15
ha_1,0.17
a2111oi_0,0.05
nand3_1,0.09
a31oi_1,0.14
a2111oi_4,0.18
buf_2,0.15
==> power by group through the flow <==
| stage | clock network (mW) | registers (mW) | logic (mW) |
|---|---|---|---|
| after global routing | 0 | 0 | 0.565 |
| final | 0 | 0 | 0.500 |
| after CTS | 0 | 0 | 0.484 |
Power is estimated from default activity; no workload was simulated.
