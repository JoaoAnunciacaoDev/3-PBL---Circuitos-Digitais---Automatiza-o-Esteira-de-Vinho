`/design/flow/config.mk`:
```
export PLATFORM = sky130hd
export DESIGN_NAME = vga_controller
export DESIGN_NICKNAME = vga_controller
export VERILOG_FILES = /design/flow/design.v
export SDC_FILE = /design/flow/constraint.sdc
export NUM_CORES = 4
export LEC_CHECK = 1
export CORE_AREA = 10 10 103 103
export DIE_AREA = 0 0 113 113
```
`/design/flow/constraint.sdc`:
```
current_design vga_controller

set clk_period 3.2
set clk_io_pct 0.2

create_clock -name clk0 -period $clk_period [get_ports {pixel_clk}]

set non_clock_inputs [all_inputs -no_clocks]
set_input_delay [expr $clk_period * $clk_io_pct] -clock clk0 $non_clock_inputs
set_output_delay [expr $clk_period * $clk_io_pct] -clock clk0 [all_outputs]
```
`/design/flow/design.v`:
```
module vga_controller #(
   parameter h_pixels   = 640,    
   parameter h_fp       = 16,     
   parameter h_pulse    = 96,     
   parameter h_bp       = 48,     
   parameter h_pol      = 1'b0,   
   parameter v_pixels   = 480,    
   parameter v_fp       = 10,     
   parameter v_pulse    = 2,      
   parameter v_bp       = 33,     
   parameter v_pol      = 1'b0    
)( input pixel_clk,            
   input reset_n,              
   output reg h_sync,          
   output reg v_sync,          
   output reg disp_ena,        
   output reg [31:0] column,   
   output reg [31:0] row       
   );
   localparam h_period = h_pulse + h_bp + h_pixels + h_fp;
   localparam v_period = v_pulse + v_bp + v_pixels + v_fp;
   reg [$clog2(h_period)-1:0] h_count;
   reg [$clog2(v_period)-1:0] v_count;
   always @(posedge pixel_clk) begin
      if (reset_n == 1'b0) begin
         h_count  <= 0;
         v_count  <= 0;
         h_sync   <= ~ h_pol;
         v_sync   <= ~ v_pol;
         disp_ena <= 1'b0;
         column   <= 0;
         row      <= 0;
      end else begin
         if (h_count < h_period - 1) begin
            h_count <= h_count + 1;
         end else begin
            h_count <= 0;
            if (v_count < v_period - 1) begin
               v_count <= v_count + 1;
            end else begin
               v_count <= 0;
            end
         end
         if ( (h_count < h_pixels + h_fp) || (h_count > h_pixels + h_fp + h_pulse) ) begin
            h_sync <= ~ h_pol;
         end else begin
            h_sync <= h_pol;
         end
         if ( (v_count < v_pixels + v_fp) || (v_count > v_pixels + v_fp + v_pulse) ) begin
            v_sync <= ~ v_pol;
         end else begin
            v_sync <= v_pol;
         end
         if (h_count < h_pixels) begin
            column <= h_count;
         end else begin
				column <= 0;
			end
         if (v_count < v_pixels) begin
            row <= v_count;
         end else begin
            row <= 0;
         end
         if (h_count < h_pixels && v_count < v_pixels) begin
            disp_ena <= 1'b1;
         end else begin
            disp_ena <= 1'b0;
         end
      end
   end
endmodule
```
`/design/flow/run.sh`:
```
#!/bin/bash
# OpenROAD 26Q1-2900-gdf79404cd8, Yosys 0.63+post, stock flow scripts
make -C /OpenROAD-flow-scripts/flow DESIGN_CONFIG=/design/flow/config.mk WORK_HOME=/design/flow/orfs finish
```
==> deck_impl_summary.md <==
Run Summary

Run status
  • Outcome: complete, no violations

Yosys
  • Synthesis area per yosys: 0.00206 mm²
  • Adder Area Share: 0.0243
  • Yosys top cell by instances: buf_4
  • Synth area leader: dfxtp_1
  • Top logic family: buffers and inverters
  • Post-synth EDFFs: 0
  • Seq/Total Area, Yosys: 0.418
  • Library cells used by synthesis: 44
  • Mapped cell area: 0.00206 mm²
  • # Cells Yosys: 220
  • Ys async rst share: 0
  • Register bit total from synthesis: 43
  • Multiplexer share: 0.00487
  • Yosys aoi share: 0.102
  • XOR/XNOR Area Share: 0.0341
  • Main synth FF type: dfxtp_1
  • Yosys simple share: 0.206
  • Avg Synthesized Cell Area: 9.35 µm²
  • Biggest area cells: dfxtp_1, buf_4, and3_1
  • Commonest cells in the netlist: buf_4, dfxtp_1, nand2_1
  • Syn Inst Count: 220
  • Area share, top type: 0.418
  • Yosys warns: 1

Routing
  • Initial DRC count: 37
  • Inserted Diodes: 0
  • Final Routed Wirelength: 3.92 mm
  • Via count: 1380
  • DRT Pass-1 Iters: 4
  • Drt drc: 0
  • Wire length per cell: 11.3 µm
  • Antenna Nets Post-Route: 0
  • Vias per cell: 3.99

Final timing
  • TNS Setup: 0 ns
  • Final hold violations: 0
  • Min Clock Period, post-route: 2.29 ns
  • Slew HR: 0.650
  • Slew Limit Fails: 0
  • Part of the cycle the worst path needs: 0.714
  • Slew @ Worst Pin: 0.521 ns
  • Setup violators final: 0
  • Skew final: 0.00747 ns
  • Fmax: 438 MHz
  • RSZ-0062 raised after global routing: false

CTS
  • Late-Pin Clk Latency: 0.29 ns
  • Clock sinks: 43
  • CTS Hold Bufs: 0
  • CTS Root Cell: clkbuf_8
  • Reg clk slew, reported paths: 0.08 ns
  • CTS resizes: 0
  • Longest Clk Path Bufs: 2
  • CTS tree: built
  • TritonCTS Buffers: 5
  • Post-CTS setup buffers: 0
  • H-tree depth: 2

Floorplan
  • Die x size: 113 µm
  • Die Ht: 113 µm
  • Pre-Place Util: 0.248
  • I/O pins: 69
  • Rows: 33
  • Die area: 0.0128 mm²
  • Core ar.: 0.00830 mm²

Critical path
  • Worst Path Max Fanout: 18
  • Crit-path leading delay family: buffers and inverters
  • CP Class: in -> reg
  • Critical Path AT: 2.49 ns
  • CP Cell Sequence: clkdlybuf4s50_1, and2b_1, a41o_1, nand3_1, o31ai_1
  • CP startpoint kind: input port
  • Slowest Stage Delay on Critical Path: 0.80 ns
  • CP required: 3.41 ns
  • CP Capture Type: register
  • WP buf/inv: 1
  • Critical Path Slowest Stage Cell: clkdlybuf4s50_1

GRT
  • Tot GR Track Use: 0.0576
  • Largest net degree at the start of global routing: 19
  • Initial antenna violation count: 0
  • First-pass GRT wire length: 6.40 mm
  • Number of global-route vias before repair: 1288
  • Global route overflow: 0

Layout
  • Post-Layout Cell Count: 346
  • Share of cells above drive strength 1: 0.0581
  • Area Overhead vs Synth: 10.5%

Placed design
  • Inst Count DP: 338
  • IO buf count: 24
  • Dpl hpwl: 2.95 mm
  • GPL Wtd Cong: 0.859

Power and ir drop
  • Power Total: 1.03 mW
  • Power Density: 453 mW/mm²
  • Total leakage power: 0.930 nW
  • Peak supply drop: 0.155 mV

Worst hold path
  • Hold Crit Class: reg -> reg

Run
  • Tool warnings: 27
  • # Max-Cap Violations: 0
[per-stage QoR]
stage / setup WS (ns) / util / hold WS (ns) / cell area (µm²)
6_report: 0.914 / 0.274 / 0.473 / 2270
4_1_cts: 0.914 / 0.274 / 0.465 / 2270
5_1_grt: 0.750 / 0.274 / 0.487 / 2270
2_1_floorplan: 1.54 / - / 0.420 / 2220
3_5_place_dp: 0.616 / 0.264 / 0.452 / 2190
3_3_place_gp: 0.671 / 0.264 / 0.460 / 2190
[logic make-up (layout without fill, tap and decap cells)]
kind of cell               after synthesis  in the layout
buffers and inverters                   61             38
muxes                                    1              1
and+or+nand+nor                         75             75
AOI/OAI and AO/OA                       27             27
other                                    1             45
xor gates and xnor gates                 8              8
adders and majority gates                4              4
DFF                                     43             43
[sequential cells by signal (all words and copies together) (netlist names)]
register	flops
column	10
row	10
h_count	10
h_sync	1
disp_ena	1
v_count	10
v_sync	1
[metal layers]
| layer | up-vias | track usage | share of wire |
|---|---|---|---|
| met3 | 8 | 0.0246 | 0.092 |
| met5 | - | 0 | 0 |
| met1 | 612 | 0.0822 | 0.49 |
| li1 | 701 | - | - |
| met2 | 59 | 0.0795 | 0.40 |
| met4 | 0 | 0.0110 | 0.021 |
[path summary, 6_finish.rpt]
kind              depth (start not counted)  slack, ns    endpoint  startpoint
setup / recovery                          5       0.91  v_count[7]     reset_n
hold / removal                            1       0.47    disp_ena  v_count[9]
setup reg to reg                          5       1.40  v_count[8]  h_count[1]
hold reg to reg                           1       0.47    disp_ena  v_count[9]
[report_power, final]
group	leakage [nW]	internal, mW	total (mW)	switching (mW)
combinational	0.540	0.0531	0.0963	0.0431
clock	0.0412	0.152	0.327	0.175
sequential	0.349	0.569	0.606	0.0372
total	0.930	0.775	1.03	0.255
[cell type report]
class,instances,area (µm²)
Fill cell,862,6030
Sequential cell,43,861
Clock buffer,6,72.6
Tap cell,105,131
Inverter,6,22.5
Clock inverter,2,12.5
Multi-Input combinational cell,160,933
Timing Repair Buffer,24,240
[placed cells by master (no fill, tap or decap), types with 2 or more instances in the layout]
cell type | synthesis | layout
conb_1 | 1 | 45
dfxtp_1 | 43 | 43
clkdlybuf4s50_1 | 0 | 24
nand2_1 | 16 | 16
and3_1 | 15 | 15
nor2_1 | 10 | 10
nand3_1 | 7 | 7
o21ai_0 | 7 | 7
inv_1 | 6 | 6
nor3_1 | 6 | 6
and2_1 | 5 | 5
xor2_1 | 5 | 5
clkbuf_8 | 0 | 5
nand4_1 | 4 | 4
o31ai_1 | 4 | 4
ha_1 | 4 | 4
a22oi_1 | 3 | 3
xnor2_1 | 3 | 3
nand2b_1 | 2 | 2
and4_1 | 2 | 2
Power and IR drop assume default switching activity.
